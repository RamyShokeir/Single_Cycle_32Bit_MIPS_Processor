[/design/flow/config.mk]
export PLATFORM = sky130hd
export DESIGN_NAME = Processor_Top
export DESIGN_NICKNAME = Processor_Top
export VERILOG_FILES = /design/flow/design.v
export SDC_FILE = /design/flow/constraint.sdc
export NUM_CORES = 4
export LEC_CHECK = 1
export CORE_UTILIZATION = 30
[/design/flow/run.sh]
#!/bin/bash
# OpenROAD 26Q1-2900-gdf79404cd8, Yosys 0.63+post, stock flow scripts
make -C /OpenROAD-flow-scripts/flow DESIGN_CONFIG=/design/flow/config.mk WORK_HOME=/design/flow/orfs finish
[/design/flow/design.v]
module Adder_Block #(parameter INST_WIDTH=32)
(
    input wire [INST_WIDTH-1:0] IN1,IN2,
    output wire [INST_WIDTH-1:0] ALU_result_1
);
assign ALU_result_1=IN1+IN2;
endmodule
module ALU_Control_Unit_Block 
(
input wire [5:0] function_field,
input wire [1:0] ALUOp,
output reg [3:0] ALU_Operation
);
always @(*)
begin
    case (ALUOp)
    2'b00:
    begin
        ALU_Operation=4'b0000;
    end
    2'b01: 
    begin
        ALU_Operation=4'b0001;
    end
    2'b10:
    begin
        case(function_field)
        6'b100000:
        begin
            ALU_Operation=4'b0000;
        end
        6'b100001:
        begin
           ALU_Operation=4'b0010;
        end
        6'b100010:
        begin
            ALU_Operation=4'b0110;
        end
        6'b101010:
        begin
            ALU_Operation=4'b0111;
        end
        default:
        begin
            ALU_Operation=4'b1111;  
        end
        endcase
    end
    default:
    begin
        ALU_Operation=4'b1111;  
    end
    endcase
end
endmodule
module ALU_Block #(parameter DATA_WIDTH=32)
(
input wire [DATA_WIDTH-1:0] Read_Data_1,Read_Data_2,
input wire [3:0] ALU_Operation,
output reg [(DATA_WIDTH-1):0] ALU_result_2,
output wire Zero
);
assign Zero=(ALU_result_2==1'b0)?1'b1:1'b0;
always @(*)
begin
    case(ALU_Operation)
        4'b0000: ALU_result_2 <= Read_Data_1 + Read_Data_2;
        4'b0001:
        begin
            if(Read_Data_1>=Read_Data_2)
             ALU_result_2 <= (Read_Data_1 - Read_Data_2);
             else
             ALU_result_2 <= (Read_Data_2 - Read_Data_1);
        end
        4'b0010: ALU_result_2 <= Read_Data_1 * Read_Data_2;
        default:
        begin
            ALU_result_2 <='b0;
        end
    endcase
end
endmodule
module Control_Unit_Block #(parameter ADDR_WIDTH=5)
(
    input wire [ADDR_WIDTH:0] Op_Code,
    output reg RegDst, Jump, Branch, MemRead, MemWrite, MemtoReg, ALUSrc, RegWrite,
    output reg [1:0] ALUOp
);
always @(*)
begin
        RegDst <= 1'b0;
        Jump<= 1'b0;
        Branch <= 1'b0;
        MemRead <= 1'b0;
        MemWrite <= 1'b0;
        MemtoReg <= 1'b0;
        ALUSrc<= 1'b0;
        RegWrite <=1'b0;
        ALUOp<= 2'b00;
        case(Op_Code)
        6'b000000:
        begin
            RegDst <= 1'b1;
            RegWrite <=1'b1;
            ALUOp[1] <=1'b1;
        end
        6'b000010:
        begin
            Jump <=1'b1;
        end
        6'b000100:
        begin
            Branch<=1'b1;
            ALUOp[0] <=1'b1;
        end
        6'b001000:
        begin
            ALUSrc<=1'b1;
            RegWrite <=1'b1;
        end
        6'b100011:
        begin
            MemRead<=1'b1;
            MemtoReg<=1'b1;
            ALUSrc<=1'b1;
            RegWrite<=1'b1;
        end
        6'b101011:
        begin
            MemWrite<=1'b1;
            ALUSrc<=1'b1;
        end
        default:
        begin
        RegDst <= 1'b0;
        Jump <= 1'b0;
        Branch <= 1'b0;
        MemRead <= 1'b0;
        MemWrite <= 1'b0;
        MemtoReg <= 1'b0;
        ALUSrc <= 1'b0;
        RegWrite <=1'b0;
        ALUOp <= 2'b00;
        end
        endcase
    end
endmodule
module Data_Block #(parameter DATA_WIDTH = 32, parameter ADDR_WIDTH=5)
(
    input wire [DATA_WIDTH-1:0] Address, 
    input wire [DATA_WIDTH-1:0] Write_Data,
    input wire MemRead,
    input wire MemWrite,
    input wire CLK,
    input wire RST,
    output wire [DATA_WIDTH-1:0] Read_Data
);
    reg [DATA_WIDTH-1:0] Data_Memory [0:(2**(ADDR_WIDTH))-1];
   reg [DATA_WIDTH-1:0] Read_Data_comb;
    assign Read_Data=(MemRead==1'b1)?Data_Memory[Address[(ADDR_WIDTH-1):0]]:Read_Data_comb;
    always @(posedge CLK or negedge RST)
    begin
        if(!RST)
        begin
           Read_Data_comb <='b0;
        end
       else  if(MemWrite)
        begin
            Data_Memory[Address[(ADDR_WIDTH-1):0]] <= Write_Data;
        end
        else if(MemRead && MemWrite || MemRead)  
        begin
            Read_Data_comb <= Data_Memory[Address[(ADDR_WIDTH-1):0]];
        end
    end
endmodule
module Instruction_Block #(parameter INST_WIDTH = 32,parameter ADDR_WIDTH=5)
(
    input wire [INST_WIDTH-1:0] Read_Address,
    input wire CLK,RST,
    output wire [INST_WIDTH-1:0] Instruction
);
    reg [7:0] Instruction_Memory [0:(2**(ADDR_WIDTH))-'d1]; 
    always @(posedge CLK or negedge RST)
    begin
        if(!RST)
        begin
           Instruction_Memory[(2**(ADDR_WIDTH))-'d4] <= 8'hff;
           Instruction_Memory[(2**(ADDR_WIDTH))-'d3] <= 8'hff;
           Instruction_Memory[(2**(ADDR_WIDTH))-'d2] <= 8'hff;
           Instruction_Memory[(2**(ADDR_WIDTH))-'d1] <= 8'hff;
        end
        else
        begin
           Instruction_Memory[(2**(ADDR_WIDTH))-'d4] <= 8'h00;
           Instruction_Memory[(2**(ADDR_WIDTH))-'d3] <= 8'h00;
           Instruction_Memory[(2**(ADDR_WIDTH))-'d2] <= 8'h00;
           Instruction_Memory[(2**(ADDR_WIDTH))-'d1] <= 8'h00;
        end
    end
    assign Instruction ={Instruction_Memory[Read_Address[5:0]+'d3],Instruction_Memory[Read_Address[5:0]+'d2],Instruction_Memory[Read_Address[5:0]+'d1] ,Instruction_Memory[Read_Address[5:0]]};
endmodule
module Mux_Block #(parameter DATA_WIDTH=32)
(
    input wire [DATA_WIDTH-1:0] IN1_mux,IN2_mux,
    input wire SELECT,
    output wire [DATA_WIDTH-1:0] OUT_mux
);
assign OUT_mux= SELECT? IN2_mux:IN1_mux;
endmodule
module PC_Block #(parameter INST_WIDTH=32)
(
    input wire [INST_WIDTH-1:0] Added_PC,
    input wire CLK,
    input wire RST,
    output wire [INST_WIDTH-1:0] Read_Address_PC
);
reg [INST_WIDTH-1:0] PC;
always @(posedge CLK or negedge RST)
begin
    if(!RST)
    begin
       PC <=32'b0;
    end
    else
    begin
         PC <= Added_PC;
    end
end
assign Read_Address_PC = PC;
endmodule
module Register_File_Block #(parameter DATA_WIDTH=32, parameter ADDR_WIDTH=5)
(
    input wire [ADDR_WIDTH-1:0] Read_Register_1,
    input wire [ADDR_WIDTH-1:0] Read_Register_2,
    input wire [ADDR_WIDTH-1:0] Write_Register,
    input wire [DATA_WIDTH-1:0] Write_Data_regfile,
    input wire RegWrite,
    input wire CLK,RST,
    output wire [DATA_WIDTH-1:0] Read_Data_1_regfile,
    output wire [DATA_WIDTH-1:0] Read_Data_2_regfile
);
reg [DATA_WIDTH-1:0] Reg_File [0:(2**ADDR_WIDTH)-1];
assign Read_Data_1_regfile = Reg_File[Read_Register_1];
assign Read_Data_2_regfile = Reg_File[Read_Register_2];
always @(posedge CLK or negedge RST)
 begin
    if (!RST) begin
        Reg_File[0] <= 32'd20;
        Reg_File[1] <= 32'd40;
        Reg_File[6] <=32'd10;
        Reg_File[7] <=32'd90;
        Reg_File[10] <=32'd0;
    end else if (RegWrite) begin
        Reg_File[Write_Register] <= Write_Data_regfile;
    end
end
endmodule
module Shifter_Block #(parameter DATA_WIDTH = 26)
(
    input wire [DATA_WIDTH-1:0] IN_Shifter,
    output wire [DATA_WIDTH-1:0] OUT_Shifter
);
assign OUT_Shifter= (IN_Shifter <<'b10);
endmodule
module Sign_Extend_Block #(parameter DATA_WIDTH=32)
(
    input wire [(DATA_WIDTH/2)-1:0] IN_Sign,
    output wire [DATA_WIDTH-1:0] OUT_Sign
);
assign OUT_Sign = IN_Sign[(DATA_WIDTH/2)-1]? {16'hffff, IN_Sign} : {16'h0000, IN_Sign};
endmodule
module Processor_Top #(parameter DATA_WIDTH=32, parameter ADDR_WIDTH=5)
(
    input wire CLK,
    input wire RST,
    output wire [DATA_WIDTH-1:0] PC,
    output wire [DATA_WIDTH-1:0] ALU_OUT,
    output wire [DATA_WIDTH-1:0] Instruction
);
wire [DATA_WIDTH-1:0] OUT_Sign;
wire [(DATA_WIDTH/2)-1:0] IN_Sign;
wire [DATA_WIDTH-1:0] Read_Data,Write_Data;
wire [DATA_WIDTH-1:0] IN1_mux,IN2_mux,OUT_mux;
wire [DATA_WIDTH-1:0] ALU_result_1,ALU_result_2;
wire [3:0] ALU_Operation;
wire [1:0] ALUOp;
wire [DATA_WIDTH-1:0] Added_PC,Added_PC_1,OUT_Shifter,IN_Shifter,IN1,IN2;
wire [ADDR_WIDTH-1:0] Write_Register_1,Write_Register;
wire [DATA_WIDTH-1:0] Read_Address,Read_Address_PC,Read_Address_Adder,Address,Read_Data_1,Read_Data_2,Read_Data_1_regfile,Read_Data_2_regfile,Write_Data_regfile;
wire [25:0] OUT_Shifter_1;
wire [DATA_WIDTH-1:0] Jump_Address;
assign Jump_Address = {Added_PC_1[31:28],OUT_Shifter_1,2'b0};
wire [ADDR_WIDTH:0] Op_Code;
wire [ADDR_WIDTH:0] function_field_connect;
assign function_field_connect = Instruction[5:0];
wire RegDst,Jump,MemtoReg,MemRead,MemWrite,ALUSrc,RegWrite;
wire [ADDR_WIDTH:0] function_field;
wire [ADDR_WIDTH-1:0] Read_Register_1,Read_Register_2;
assign Instruction = {Op_Code,Read_Register_1,Read_Register_2,IN_Sign};
assign ALU_OUT=ALU_result_2;
wire PCSrc;
wire Zero;
wire Branch;
assign PCSrc= Branch & Zero;
assign Write_Register_1= IN_Sign[15:11];
Instruction_Block  #(.INST_WIDTH(DATA_WIDTH),.ADDR_WIDTH(6)) U0_Inst
(
.Read_Address(PC),
.RST(RST),
.CLK(CLK),
.Instruction({
        Op_Code,           
        Read_Register_1,   
        Read_Register_2,   
        IN_Sign            
    })
);
Data_Block #(.DATA_WIDTH(DATA_WIDTH),.ADDR_WIDTH(10)) U0_DATA
(
    .Address(ALU_result_2),
    .Write_Data(Write_Data),
    .MemRead(MemRead),
    .MemWrite(MemWrite),
    .CLK(CLK),
    .RST(RST),
    .Read_Data(Read_Data)
);
PC_Block #(.INST_WIDTH(DATA_WIDTH)) U0_PC
(
.Added_PC(Added_PC),
.CLK(CLK),
.RST(RST),
.Read_Address_PC(PC)
);
Register_File_Block #(.DATA_WIDTH(DATA_WIDTH),.ADDR_WIDTH(ADDR_WIDTH)) U0_RegFile
(
.Read_Register_1(Read_Register_1),
.Read_Register_2(Read_Register_2),
.Write_Register(Write_Register),
.Write_Data_regfile(OUT_mux),
.RegWrite(RegWrite),
.RST(RST),
.CLK(CLK),
.Read_Data_1_regfile(Read_Data_1_regfile),
.Read_Data_2_regfile(Write_Data)
);
ALU_Block #(.DATA_WIDTH(DATA_WIDTH)) U0_ALU
(
.Read_Data_1(Read_Data_1_regfile),
.Read_Data_2(Read_Data_2),
.ALU_Operation(ALU_Operation),
.ALU_result_2(ALU_result_2),
.Zero(Zero)
);
Adder_Block #(.INST_WIDTH(DATA_WIDTH)) U0_Adder
(
.IN1(PC),
.IN2('d4),
.ALU_result_1(Added_PC_1)
);
Sign_Extend_Block #(.DATA_WIDTH(DATA_WIDTH)) U0_Sign
(
.IN_Sign(IN_Sign),
.OUT_Sign(OUT_Sign)
);
Shifter_Block  #(.DATA_WIDTH(DATA_WIDTH)) U0_Shifter
(
.IN_Shifter(OUT_Sign),
.OUT_Shifter(IN2)
);
Shifter_Block #(.DATA_WIDTH(26)) U1_Shifter
(
.IN_Shifter({Read_Register_1,Read_Register_2,IN_Sign}),
.OUT_Shifter(OUT_Shifter_1)
); 
Adder_Block #(.INST_WIDTH(DATA_WIDTH)) U1_Adder
(
.IN1(Added_PC_1),
.IN2(IN2),
.ALU_result_1(ALU_result_1)
);
Mux_Block #(.DATA_WIDTH(DATA_WIDTH)) U0_Mux
(
.IN1_mux(Added_PC_1),
.IN2_mux(ALU_result_1),
.SELECT(PCSrc),
.OUT_mux(IN1_mux)
);
Mux_Block #(.DATA_WIDTH(DATA_WIDTH)) U1_Mux
(
.IN1_mux(Write_Data),
.IN2_mux(OUT_Sign),
.SELECT(ALUSrc),
.OUT_mux(Read_Data_2)
);
Mux_Block #(.DATA_WIDTH(DATA_WIDTH)) U2_Mux
(
.IN1_mux(ALU_result_2),
.IN2_mux(Read_Data),
.SELECT(MemtoReg),
.OUT_mux(OUT_mux)
);
Mux_Block #(.DATA_WIDTH(5)) U3_Mux
(
.IN1_mux(Read_Register_2),
.IN2_mux(Write_Register_1),
.SELECT(RegDst),
.OUT_mux(Write_Register)
);
Mux_Block #(.DATA_WIDTH(DATA_WIDTH)) U4_Mux
(
.IN1_mux(IN1_mux),
.IN2_mux(Jump_Address),
.SELECT(Jump),
.OUT_mux(Added_PC)
);
Control_Unit_Block #(.ADDR_WIDTH(ADDR_WIDTH)) U0_Control
(
    .Op_Code(Op_Code),
    .RegDst(RegDst),
    .ALUSrc(ALUSrc),
    .ALUOp(ALUOp),
    .RegWrite(RegWrite),
    .Jump(Jump),
    .Branch(Branch),
    .MemRead(MemRead),
    .MemWrite(MemWrite),
    .MemtoReg(MemtoReg)
);
ALU_Control_Unit_Block U0_ALU_Control
(
    .function_field(function_field_connect),
    .ALUOp(ALUOp),
    .ALU_Operation(ALU_Operation)
);
endmodule
[/design/flow/constraint.sdc]
current_design Processor_Top

set clk_period 4.0
set clk_io_pct 0.2

create_clock -name clk0 -period $clk_period [get_ports {CLK}]

set non_clock_inputs [all_inputs -no_clocks]
set_input_delay [expr $clk_period * $clk_io_pct] -clock clk0 $non_clock_inputs
set_output_delay [expr $clk_period * $clk_io_pct] -clock clk0 [all_outputs]
==> Changelog: implementation <==
### Physical design

* Yosys stat area at 2720 µm²
* EDFF count, synth at 30
* Via density at 4.16
* Hpwl dp at 3410 µm
* Internal reg-to-reg setup slack at 2.34 ns
* Top-area cell share at 33.2%
* Area Overhead vs Synth at 41.1%
* Worst skew pair latency at 0.33 ns
* TritonCTS Sinks at 61
* Mapped Cells at 214
* Syn. warnings at 490
* Critical path's largest stage delay at 1.08 ns
* CORE AREA at 8760 µm²
* Initial antenna violation count at 0
* Final Cycle Share at 75.1%
* Distinct cells, synth at 23
* Hold violation count in the final report at 0
* Num rows at 34
* GPL Wtd Cong at 0.825
* Hold Path Class: register to register
* Clock slew at reported path FFs at 0.06 ns
* Slowest cell on crit path: dfstp_2
* Die height at 97.2 µm
* Hold path start: U0_PC.PC[31]$_DFF_PN0_
* Resize count post-CTS at 0
* Worst hold slack at 0.465 ns
* Hold EP: U0_PC.PC[31]$_DFF_PN0_
* RSZ-0062 raised after global routing: no
* Worst-case clock skew at 0.00785 ns
* Main flop type: edfxtp_1
* Final min period at 3.00 ns
* # IOs at 98
* Antenna cells at 0
* Pwr dens at 339 nW/µm²
* Largest net degree at the start of global routing at 63
* Critical path class: register to primary output
* Crit-path max FO at 62
* Share of cells above drive strength 1 at 6.31%
* Asr flop ratio synth at 50.8%
* Initial drt markers at 51
* Routed WL at 4950 µm
* Max-cap violation count at 0
* Setup violators final at 0
* Synth cell count leaders: buf_4 (35), and2_1 (32), dfrtp_1 (30), edfxtp_1 (30), xnor2_1 (22)
* Post-CTS Setup Inserts at 0
* Leakage at 1.58 nW
* Reg2Reg Depth at 5
* Setup crit start kind: register
* Hold-fix buffers at CTS at 0
* Worst VDD drop at 0.151 mV
* Setup TNS at 0 ns
* R2r startpoint: U0_PC.PC[2]$_DFF_PN0_
* Hold depth at 1
* Floorplan core density at 31.0%
* Clock Root Buffer: clkbuf_8
* Syn_area_per_cell at 12.7 µm²
* Num CTS Buffers at 9
* #FFs+latches synth at 61
* PortBufs at 93
* CP arrival at 2.20 ns
* Worst setup EP type: primary output
* Status: finished, final reports clean
* Final antenna-violating net count at 0
* Vias in the first global route at 1634
* Cell with the most instances after synthesis: buf_4
* Yosys cell count at 214
* # DRC at 0
* Max H-tree Level at 3
* First-pass GRT wire length at 8090 µm
* Slew @ Worst Pin at 0.831 ns
* WP data required at 3.20 ns
* # fillers at 845
* Total GRT Usage at 11.1%
* Clock buffer depth at 2
* Top cells by area: edfxtp_1 (33%), dfrtp_1 (28%), buf_4 (9.7%)
* Die area at 9440 µm²
* First-pass DRT Iterations at 4
* Slew HR at 44.6%
* Yosys top cell by area: edfxtp_1
* Tool warnings at 25
* Grt ovf at 0
* Mapped cell area at 2720 µm²
* Vias at 1770
* Worst reg2reg endpoint: U0_PC.PC[12]$_DFF_PN0_
* Die Wd at 97.2 µm
* WL/cell at 11.7 µm
* Worst-path cell chain: and2_1 -> clkdlybuf4s50_1
* Sequential area share after synthesis at 61.8%
* CTS tree: done
* Fmax at 333 MHz
* Fin. max-slew vios at 0
## area by class of cell
type                       instances  area (µm²)  share of cell area (%)
tap                              108         135                    3.52
inverter                           2        7.51                   0.196
multi-input combinational        145         877                    22.9
timing repair buffer              94         938                    24.5
sequential                        61        1680                    43.8
clock buffer                      15         198                    5.16
## report_power, final
group / leakage (nW) / total (W) / switching, W / internal (W)
registers: 0.727 / 0.000692 / 0.0000108 / 0.000682
clock network: 0.101 / 0.000532 / 0.000221 / 0.000311
logic: 0.748 / 0.0000775 / 0.0000209 / 0.0000565
total: 1.58 / 0.00130 / 0.000252 / 0.00105
## worst max-delay path: cells and delay by family (launching register included)
kind          cells  cell delay, ns
buf+inv           1            0.51
flops             1            1.08
simple gates      1            0.28
## through the flow
step / worst slack [ns] / total power (W) / cell area [µm²] / instances / util [%]
after detailed placement: 1.29 / 0.000785 / 3640 / 410 / 41.5
final: 0.996 / 0.00130 / 3830 / 425 / 43.7
after global placement: 1.32 / 0.000785 / 3640 / 410 / 41.5
after CTS: 0.903 / 0.00133 / 3830 / 425 / 43.7
after global routing: 0.790 / 0.00136 / 3830 / 425 / 43.7
after floorplan: 2.03 / 0.000737 / 2850 / 249 / -
## kinds of logic (layout without fill, tap and decap cells)
family / Yosys count / count (layout) / synth area share, %
buffers and inverters: 43 / 111 / 10.8
other: 1 / 36 / 0.138
flip-flops: 61 / 61 / 61.8
XOR/XNOR: 28 / 28 / 9.03
AND/OR/NAND/NOR: 80 / 80 / 17.8
adder cells (fa/ha/maj): 1 / 1 / 0.461
## worst max-delay path by stage
stage                          to  slack [ns]                                        start  depth (start not counted)
after CTS             ALU_OUT[21]        0.90  U0_Inst.Instruction_Memory[62][6]$_DFF_PN1_                          2
after global routing  ALU_OUT[21]        0.79  U0_Inst.Instruction_Memory[62][6]$_DFF_PN1_                          2
final                 ALU_OUT[22]         1.0  U0_Inst.Instruction_Memory[62][6]$_DFF_PN1_                          2
## flip-flops by register name, summed over array words and instances, names as in the netlist
register	flops
U0_PC.PC	30
U0_RegFile.Reg_File	30
U0_Inst.Instruction_Memory	1
## layout by cell type, fill, tap and decap left out, types with 4 or more instances in the layout
cell and count:
edfxtp_1 30, nand2_1 7, clkbuf_8 12, and3_1 6, and2_1 32, conb_1 36
xor2_1 6, dfrtp_1 30, clkdlybuf4s50_1 93, nand3_1 11, xnor2_1 22, nand4_1 11
nor2_1 4
## layer usage
| layer | vias up | track usage [%] | share of wire [%] |
|---|---|---|---|
| met1 | 815 | 17.0 | 46 |
| met4 | 0 | 1.15 | 1.1 |
| li1 | 858 | - | - |
| met2 | 89 | 16.4 | 44 |
| met5 | - | 0 | 0 |
| met3 | 8 | 3.88 | 8.8 |
No activity file was given, so power comes from the tool's default toggle rates.
